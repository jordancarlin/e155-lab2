==> flow/design.v <==
module adder(
  input  logic [3:0] s0, s1,
  output logic [4:0] sum
);
  assign sum = s0 + s1;
endmodule
module pulse #(parameter THRESHOLD = 1000) (
  input  logic       clk, reset,
  input  logic [3:0] s0, s1,
  output logic [3:0] s,
  output logic       disp0, disp1
);
  logic        ck_stb;
  logic [31:0] counter;
  always_ff @(posedge clk)
    ck_stb <= (counter == THRESHOLD-1'b1);
  always_ff @(posedge clk) begin
    if (ck_stb) begin
      disp0 <= ~disp0;
      s = disp0 ? s0 : s1;
      counter <= 0;
    end else if (reset) begin
      counter <= 0;
      disp0 <= 0;
    end else
      counter <= counter + 1;
  end
  assign disp1 = ~disp0;
endmodule
module seg_decoder(
  input logic [3:0] s,
  output logic [6:0] segs
);
  logic [6:0] segs_inverted;
  always_comb begin
    case(s)
      4'b0000: segs_inverted = 7'b0111111;  
      4'b0001: segs_inverted = 7'b0000110;  
      4'b0010: segs_inverted = 7'b1011011;  
      4'b0011: segs_inverted = 7'b1001111;  
      4'b0100: segs_inverted = 7'b1100110;  
      4'b0101: segs_inverted = 7'b1101101;  
      4'b0110: segs_inverted = 7'b1111101;  
      4'b0111: segs_inverted = 7'b0000111;  
      4'b1000: segs_inverted = 7'b1111111;  
      4'b1001: segs_inverted = 7'b1100111;  
      4'b1010: segs_inverted = 7'b1110111;  
      4'b1011: segs_inverted = 7'b1111100;  
      4'b1100: segs_inverted = 7'b0111001;  
      4'b1101: segs_inverted = 7'b1011110;  
      4'b1110: segs_inverted = 7'b1111001;  
      4'b1111: segs_inverted = 7'b1110001;  
    endcase
    segs = ~segs_inverted;
  end
endmodule
module top (
  input  logic       clk, reset,
  input  logic [3:0] s0, s1,
  output logic [4:0] leds,
  output logic [6:0] segs,
  output logic       disp0, disp1
);
  logic [3:0] s;
  adder adder (.s0, .s1, .sum(leds));
  pulse #(100000) pulse (.clk, .reset, .disp0, .disp1, .s, .s0, .s1);
  seg_decoder seg_decoder (.s, .segs(segs));
endmodule
==> flow/run.sh <==
#!/bin/bash
# OpenROAD 26Q1-2900-gdf79404cd8, Yosys 0.63+post, stock flow scripts
make -C /OpenROAD-flow-scripts/flow DESIGN_CONFIG=/design/flow/config.mk WORK_HOME=/design/flow/orfs finish
==> flow/config.mk <==
export PLATFORM = sky130hd
export DESIGN_NAME = top
export DESIGN_NICKNAME = top
export VERILOG_FILES = /design/flow/design.v
export SDC_FILE = /design/flow/constraint.sdc
export NUM_CORES = 4
export LEC_CHECK = 1
export CORE_UTILIZATION = 40
==> flow/constraint.sdc <==
current_design top

set clk_period 4.6
set clk_io_pct 0.2

create_clock -name clk0 -period $clk_period [get_ports {clk}]

set non_clock_inputs [all_inputs -no_clocks]
set_input_delay [expr $clk_period * $clk_io_pct] -clock clk0 $non_clock_inputs
set_output_delay [expr $clk_period * $clk_io_pct] -clock clk0 [all_outputs]
==> impl_metrics.env <==
# physical design summary
export IMPL_grt_first_pass_wirelength_um=8160
export IMPL_grt_use_total=0.165
export IMPL_power_leakage_nw=1.01
export IMPL_detail_route_vias_per_cell=5.28
export IMPL_finalSetupViolations=0
export IMPL_timing_critical_path_required_ns=3.68
export IMPL_final_hold_worst_slack_ns=0.481
export IMPL_grt_overflow_total=0
export IMPL_route_antenna_remaining_nets=0
export IMPL_synthToLayoutAreaGrowth_pct=15.5
export IMPL_ys_cells=267
export IMPL_report_final_hold_viol_count=0
export IMPL_synthesis_instances=267
export IMPL_regToRegSetupSlack_ns=2.31
export IMPL_ys_warnings_count=2
export IMPL_max_freq_mhz=271
export IMPL_ys_types=39
export IMPL_post_cts_buffers=0
export IMPL_rsz0062_at_grt="no"
export IMPL_num_io_pins=24
export IMPL_seqCellArea_um2=951
export IMPL_fp_dieArea_um2=6290
export IMPL_combinational_gate_area_um2=1320
export IMPL_io_buffer_count=23
export IMPL_synth_yosys_seq_area_share=0.397
export IMPL_fillerInstances=529
export IMPL_finalCriticalPeriod_ns=3.69
export IMPL_total_drc_errors_in_the_routed_layout=0
export IMPL_hold_path_class="flip-flop to flip-flop"
export IMPL_timing_final_crit_share=0.802
export IMPL_timing_critical_path_slowest_stage_cell="sky130_fd_sc_hd__clkdlybuf4s50_1"
export IMPL_post_dp_hpwl_um=3150
export IMPL_worstSetupEndpointType="output pin"
export IMPL_ir_worst_vdd_v=0.000167
export IMPL_ctsHoldBuffers=0
export IMPL_insertedDiodeCount=0
export IMPL_post_route_cell_area_um2=2760
export IMPL_die_width_um=79.3
export IMPL_outcome="complete, no violations"
export IMPL_dieHeight_um=79.3
export IMPL_relSlewSlack=0.413
export IMPL_fin_tns_setup_ns=0
export IMPL_cts_root_buffer="sky130_fd_sc_hd__clkbuf_8"
export IMPL_clock_sinks=45
export IMPL_detailroute_via_count=1906
export IMPL_cts_tree="done"
export IMPL_rows=27
export IMPL_drive_gt1_frac=0.0692
export IMPL_critPathLaunchType="input port"
export IMPL_fp_coreArea_um2=5640
export IMPL_cts_buffers_inserted=5
export IMPL_clock_tree_htree_level_count=2
export IMPL_ys_dominant_reg_cell="sky130_fd_sc_hd__dfxtp_1"
export IMPL_cts_reportedPaths_clkPinSlew_ns=0.08
export IMPL_post_cts_resized_instances=0
export IMPL_worstMarginPinSlew_ns=0.856
export IMPL_stage_log_warnings=31
export IMPL_via_count_of_the_first_global_routing_pass=1782
export IMPL_clock_tree_buffer_depth=2
export IMPL_yosysTopAreaCellShare=0.335
export IMPL_drt_pre_antenna_iters=4
export IMPL_syn_cell_area_um2=2390
export IMPL_yosys_area_top_type="sky130_fd_sc_hd__dfxtp_1"
export IMPL_synthesized_flop_and_latch_total=45
export IMPL_detailed_place_area_um2=2680
export IMPL_place_gp_congestion=0.821
export IMPL_ys_top_cells_by_area="sky130_fd_sc_hd__dfxtp_1 (33%), sky130_fd_sc_hd__edfxtp_1 (6.3%), sky130_fd_sc_hd__ha_1 (6.3%)"
export IMPL_worst_setup_path_type="input port to output pin"
export IMPL_floorplan_initialDensity=0.424
export IMPL_crit_arrival_ns=2.77
export IMPL_synth_area_yosys_um2=2390
export IMPL_cellPowerDensity_nw_per_um2=249
export IMPL_timing_critical_path_mode_cell="sky130_fd_sc_hd__clkdlybuf4s50_1"
export IMPL_wire_per_inst_um=12.6
export IMPL_antenna_found_initial=0
export IMPL_crit_path_cell_trace="clkdlybuf4s50_1 > ha_1 > inv_1 > fa_1 > nor2b_1 > o21ai_0 > nand2b_1 > clkdlybuf4s50_1"
export IMPL_wirelength_um=4550
export IMPL_syn_area_per_cell_um2=8.96
export IMPL_number_of_enable_flip_flop_cells=5
export IMPL_critical_path_max_stage_delay_ns=0.48
export IMPL_final_tally_of_max_slew_violations=0
export IMPL_skew_pair_late_insertion_delay_ns=0.30
export IMPL_drt_iter0_drc=103
export IMPL_synth_async_reset_ratio=0
export IMPL_timing_critical_path_fanout_max=2
export IMPL_drv_max_cap_violation_count=0
export IMPL_finalClockSkew_ns=0.00469
export IMPL_pin_count_of_the_biggest_net_entering_global_routing=31
[cells in the final DEF (no fill, tap or decap), types with 2 or more instances in the layout]
| cell | Yosys | routed |
|---|---|---|
| sky130_fd_sc_hd__dfxtp_1 | 40 | 40 |
| sky130_fd_sc_hd__clkdlybuf4s50_1 | 0 | 23 |
| sky130_fd_sc_hd__inv_1 | 22 | 22 |
| sky130_fd_sc_hd__a21oi_1 | 20 | 20 |
| sky130_fd_sc_hd__nor2_1 | 16 | 16 |
| sky130_fd_sc_hd__nand2_1 | 15 | 15 |
| sky130_fd_sc_hd__ha_1 | 12 | 12 |
| sky130_fd_sc_hd__o31ai_1 | 10 | 10 |
| sky130_fd_sc_hd__or4_1 | 10 | 10 |
| sky130_fd_sc_hd__o21ai_0 | 9 | 9 |
| sky130_fd_sc_hd__nand3_1 | 9 | 9 |
| sky130_fd_sc_hd__nand4_1 | 9 | 9 |
| sky130_fd_sc_hd__mux2i_1 | 8 | 8 |
| sky130_fd_sc_hd__nor4_1 | 8 | 8 |
| sky130_fd_sc_hd__xnor2_1 | 7 | 7 |
| sky130_fd_sc_hd__xor2_1 | 7 | 7 |
| sky130_fd_sc_hd__mux2_2 | 5 | 5 |
| sky130_fd_sc_hd__nor3_1 | 5 | 5 |
| sky130_fd_sc_hd__or3_1 | 5 | 5 |
| sky130_fd_sc_hd__clkbuf_8 | 0 | 5 |
| sky130_fd_sc_hd__edfxtp_1 | 5 | 5 |
| sky130_fd_sc_hd__and2_1 | 4 | 4 |
| sky130_fd_sc_hd__and4_1 | 4 | 4 |
| sky130_fd_sc_hd__a2bb2oi_1 | 3 | 3 |
| sky130_fd_sc_hd__and3_1 | 3 | 3 |
| sky130_fd_sc_hd__o21a_1 | 3 | 3 |
| sky130_fd_sc_hd__a21o_1 | 2 | 2 |
| sky130_fd_sc_hd__nor2b_1 | 2 | 2 |
| sky130_fd_sc_hd__nand2b_1 | 2 | 2 |
| sky130_fd_sc_hd__or4_4 | 2 | 2 |
| sky130_fd_sc_hd__or3_2 | 2 | 2 |
| sky130_fd_sc_hd__clkinv_2 | 0 | 2 |
[per-stage QoR]
step                      total power [mW]  instances  setup WS (ns)  utilization
after floorplan                      0.431        267           1.97            -
after global placement               0.459        353          0.952        0.475
after detailed placement             0.459        353          0.909        0.475
after CTS                            0.697        361          0.914        0.490
after global routing                 0.719        361          0.774        0.490
final                                0.688        361          0.912        0.490
[cells by family after synthesis]
logic type | Yosys count | share of synthesized area
xor gates and xnor gates | 14 | 0.0513
and+or+nand+nor | 99 | 0.240
adders and majority gates | 13 | 0.0711
DFF | 45 | 0.397
buffers and inverters | 32 | 0.0513
AOI/OAI and AO/OA | 51 | 0.132
muxes | 13 | 0.0570
[final timing paths]
path,end,cells past startpoint,from
setup reg to reg,seg_decoder.segs_inverted[3],8,pulse.disp0
hold / removal,pulse.counter[31],2,pulse.counter[31]
setup / recovery,leds[4],8,s1[0]
hold reg to reg,pulse.counter[31],2,pulse.counter[31]
[cell usage after synthesis (all sizes together) (7+ instances only)]
library cell,instances
or4,12
nand4,10
a21oi,20
xor2,7
o31ai,10
inv,22
nand3,10
clkbuf,8
nor2,16
xnor2,7
or3,7
o21ai,9
ha,12
dfxtp,40
mux2i,8
nor4,8
nand2,15
[area by class of cell]
class                      instances  share of cell area
clock buffer                       6              0.0263
clock inverter                     2             0.00362
multi-input combinational        190               0.477
tap                               72              0.0326
inverter                          22              0.0299
sequential                        45               0.344
timing repair buffer              24              0.0861
[per-layer routing]
metal / GRT usage / share of wire / vias to the layer above
met5: 0 / 0 / -
met4: 0.0182 / 0.013 / 0
met3: 0.0257 / 0.022 / 7
met2: 0.250 / 0.44 / 17
met1: 0.263 / 0.53 / 867
li1: - / - / 1015
[state kept, by name, summed over array words and instances, names as in the netlist]
register,count
pulse.disp0,1
pulse.s,4
seg_decoder.segs_inverted,7
pulse.counter,32
pulse.ck_stb,1
[worst max-delay path: cells and delay by family]
family / cells / cell delay (ns)
buffers and inverters: 3 / 0.99
adder cells (fa/ha/maj): 2 / 0.58
AND/OR/NAND/NOR: 2 / 0.19
AND-OR/OR-AND: 1 / 0.08
[where the power goes]
group	total, mW	switching [mW]	internal [mW]
logic	0.0473	0.0180	0.0293
clock network	0.238	0.133	0.105
registers	0.402	0.00333	0.399
total	0.688	0.154	0.533
No activity file was given, so power comes from the tool's default toggle rates.
